--- ./design.v ---
module vector_mul_simple (
    input  logic               clk_i,
    input  logic               rst_ni,
    input  logic               in_valid_i,
    input  logic signed [31:0] in_a_i,
    input  logic signed [31:0] in_b_i,
    output logic               out_valid_o,
    output logic signed [63:0] out_result_o
);
    logic in_valid_q1, in_valid_q2;
    always_ff @(posedge clk_i or negedge rst_ni) begin
        if (!rst_ni) begin
            in_valid_q1 <= 1'b0;
            in_valid_q2 <= 1'b0;
        end else begin
            in_valid_q1 <= in_valid_i;
            in_valid_q2 <= in_valid_q1;
        end
    end
  logic signed [16:0] a_hi, b_hi;
  logic signed [16:0] a_lo, b_lo;
  always_comb begin
    a_hi = {in_a_i[31], in_a_i[31:16]};
    b_hi = {in_b_i[31], in_b_i[31:16]};
    a_lo = {1'b0, in_a_i[15:0]};
    b_lo = {1'b0, in_b_i[15:0]};
  end
  logic signed [32:0] pp_ll;  
  logic signed [32:0] pp_hl;  
  logic signed [32:0] pp_lh;  
  logic signed [32:0] pp_hh;  
  vproc_mul_block #(
      .BUF_OPS(1'b1),
      .BUF_MUL(1'b0),
      .BUF_RES(1'b1)
  ) u_mul_ll (
      .clk_i(clk_i),
      .async_rst_ni(rst_ni),
      .sync_rst_ni(rst_ni),
      .op1_i(a_lo),
      .op2_i(b_lo),
      .acc_i('0),
      .acc_flag_i(1'b0),
      .acc_sub_i(1'b0),
      .res_o(pp_ll)
  );
  vproc_mul_block #(
      .BUF_OPS(1'b1),
      .BUF_MUL(1'b0),
      .BUF_RES(1'b1)
  ) u_mul_hl (
      .clk_i(clk_i),
      .async_rst_ni(rst_ni),
      .sync_rst_ni(rst_ni),
      .op1_i(a_hi),
      .op2_i(b_lo),
      .acc_i('0),
      .acc_flag_i(1'b0),
      .acc_sub_i(1'b0),
      .res_o(pp_hl)
  );
  vproc_mul_block #(
      .BUF_OPS(1'b1),
      .BUF_MUL(1'b0),
      .BUF_RES(1'b1)
  ) u_mul_lh (
      .clk_i(clk_i),
      .async_rst_ni(rst_ni),
      .sync_rst_ni(rst_ni),
      .op1_i(a_lo),
      .op2_i(b_hi),
      .acc_i('0),
      .acc_flag_i(1'b0),
      .acc_sub_i(1'b0),
      .res_o(pp_lh)
  );
  vproc_mul_block #(
      .BUF_OPS(1'b1),
      .BUF_MUL(1'b0),
      .BUF_RES(1'b1)
  ) u_mul_hh (
      .clk_i(clk_i),
      .async_rst_ni(rst_ni),
      .sync_rst_ni(rst_ni),
      .op1_i(a_hi),
      .op2_i(b_hi),
      .acc_i('0),
      .acc_flag_i(1'b0),
      .acc_sub_i(1'b0),
      .res_o(pp_hh)
  );
    logic signed [63:0] mult_comb;
    logic signed [63:0] pp_ll_64, pp_hl_64, pp_lh_64, pp_hh_64;
    always_comb begin
        pp_ll_64 = {{(64-33){pp_ll[32]}}, pp_ll};
        pp_hl_64 = {{(64-33){pp_hl[32]}}, pp_hl};
        pp_lh_64 = {{(64-33){pp_lh[32]}}, pp_lh};
        pp_hh_64 = {{(64-33){pp_hh[32]}}, pp_hh};
        mult_comb = pp_ll_64 + ((pp_hl_64 + pp_lh_64) <<< 16) + (pp_hh_64 <<< 32);
    end
    assign out_valid_o = in_valid_q2;
    assign out_result_o = in_valid_q2 ? mult_comb : '0;
endmodule
module vproc_mul_block #(
        parameter bit BUF_OPS  = 1'b0,  
        parameter bit BUF_MUL  = 1'b0,  
        parameter bit BUF_RES  = 1'b0   
    )(
        input  logic        clk_i,
        input  logic        async_rst_ni,
        input  logic        sync_rst_ni,
        input  logic [16:0] op1_i,
        input  logic [16:0] op2_i,
        input  logic [15:0] acc_i,
        input  logic        acc_flag_i,  
        input  logic        acc_sub_i,   
        output logic [32:0] res_o
    );
    logic [16:0] op1_q, op2_q;
    logic [32:0] mul_q, mul_d;
    logic [32:0] res_q, res_d;
    logic unused_acc_inputs;
    assign unused_acc_inputs = ^{acc_i, acc_flag_i, acc_sub_i};
    generate
        if (BUF_OPS) begin : gen_buf_ops
            always_ff @(posedge clk_i) begin
                op1_q <= op1_i;
                op2_q <= op2_i;
            end
        end else begin : gen_no_buf_ops
            always_comb begin
                op1_q = op1_i;
                op2_q = op2_i;
            end
        end
        if (BUF_MUL) begin : gen_buf_mul
            always_ff @(posedge clk_i) begin
                mul_q     <= mul_d;
            end
        end else begin : gen_no_buf_mul
            always_comb begin
                mul_q     = mul_d;
            end
        end
        if (BUF_RES) begin : gen_buf_res
            always_ff @(posedge clk_i) begin
                res_q <= res_d;
            end
        end else begin : gen_no_buf_res
            always_comb begin
                res_q = res_d;
            end
        end
    endgenerate
    assign mul_d = $signed(op1_q) * $signed(op2_q);
    assign res_d = mul_q;  
    assign res_o = res_q;
endmodule
--- ./constraint.sdc ---
current_design vector_mul_simple

set clk_period 22.3
set clk_io_pct 0.2

create_clock -name clk0 -period $clk_period [get_ports {clk_i}]

set non_clock_inputs [all_inputs -no_clocks]
set_input_delay [expr $clk_period * $clk_io_pct] -clock clk0 $non_clock_inputs
set_output_delay [expr $clk_period * $clk_io_pct] -clock clk0 [all_outputs]
--- ./config.mk ---
export PLATFORM = sky130hd
export DESIGN_NAME = vector_mul_simple
export DESIGN_NICKNAME = vector_mul_simple
export VERILOG_FILES = /design/flow/design.v
export SDC_FILE = /design/flow/constraint.sdc
export NUM_CORES = 4
export LEC_CHECK = 1
export CORE_UTILIZATION = 30
--- ./run.sh ---
#!/bin/bash
# OpenROAD 26Q1-2900-gdf79404cd8, Yosys 0.63+post, stock flow scripts
make -C /OpenROAD-flow-scripts/flow DESIGN_CONFIG=/design/flow/config.mk WORK_HOME=/design/flow/orfs finish
==> summary.txt <==
yosys + openroad results -> Dominant flop cell dfxtp_1, Post-synth EDFFs 0, post-synthesis cell area 44,200 um2, TritonCTS clock tree yes, vias in the first global route 34,674, I/O pin count 132, outcome completed, total grt overflow 0, critical path data arrival time 6.79 ns, Non-Filler Instances 6,889, synthesized flop and latch total 196, synth unique cells 75, Commonest cells post-synth 1,012 x inv_1, 846 x fa_1, 579 x nand2_1, Max Clock Freq 88.9 MHz, Post-route DRC 0, critical path class flip-flop to output port, Die H 386 um, Num Clock Sinks 196, Crit. End Element output port, Die ar. 149,000 um2, fp_density 30.3%, clock tree buffer depth 2, worst hold start in_valid_q1, mean routed wirelength per cell 17.2 um, Worst Path Required 17.84 ns, Cell area leaders fa_1 38%, ha_1 14%, dfxtp_1 8.8%, initial antenna violation count 18, DR vias 32,234, clock slew at reported path FFs 0.09 ns, Routed WL 119 mm, cells on worst reg2reg path 21, RSZ-0062 raised after global routing false, setup_tns 0 ns, CP Max Fanout 7, most common cell in the netlist inv_1, CTS resizes 0, post-layout min period 11.25 ns, Synth area leader fa_1, Worst Hold Class flip-flop to flip-flop, cts bufs inserted 17, first-pass GRT wire length 193 mm, DP HPWL 92.6 mm, largest net degree at the start of global routing 44, core box area 146,000 um2, Vias/cell 4.68, syn_area_per_cell 8.92 um2, Final Hold Vio Count 0, tool warning count 25, r2r setup slk 14.83 ns, crit share post-route 50.4%, P&R area growth vs syn 9.11%, Cells after DPL 6,850, H-tree depth 4, final worst slack 11.05 ns, Max Cap Viol 0, Dominant cell area share 38.3%, TritonRoute pass-1 iters 6, crit path launch u_mul_hl.res_q[0], Hold Path Depth 0, Root Buffer clkbuf_16, Rel. slew slack 42.4%, row count 140, Final ANT Viol Nets 0, Slew @ Worst Pin 0.857 ns, setup bufs post-CTS 0, worst-skew pair later-pin latency 0.54 ns, PortBufs 131, R2R Path Start u_mul_lh.op1_q[10], clk_skew 0.0213 ns, all-layer global routing usage 17.5%, global placer's final weighted congestion 0.908, cell count in the Yosys report 4,953, post-synthesis async set-or-reset flop share 1.02%, CTS Hold Bufs 0, Mapped Cells 4,953, DR iter-0 viols 1,401, layout cells sized above 1 2.62%, Post-Place Worst Slack 11.62 ns, Yosys Chip Area 44,200 um2, Slew Viols, Final 0, Die W 386 um, YS warnings 2, final setup fails 0, Synth Seq Share 8.90%, startpoint types flip-flop
[stage by stage]
step | instance area, um2 | hold slack [ns] | utilization (%)
2_1_floorplan | 44200 | 0.331 | -
3_3_place_gp | 47600 | 0.332 | 32.6
3_5_place_dp | 47600 | 0.335 | 32.6
4_1_cts | 48200 | 0.355 | 33.0
5_1_grt | 48200 | 0.381 | 33.0
6_report | 48200 | 0.354 | 33.0
[sequential cells by signal, summed over array words and instances (netlist names)]
register / count
u_mul_hh.res_q: 32
u_mul_lh.op1_q: 16
u_mul_lh.op2_q: 16
in_valid_q2: 1
u_mul_ll.res_q: 32
u_mul_hl.op1_q: 16
u_mul_hl.res_q: 33
in_valid_q1: 1
u_mul_hl.op2_q: 16
u_mul_lh.res_q: 33
[layer usage]
| metal | up-vias | wire [um] | track usage [%] |
|---|---|---|---|
| met2 | 976 | 52900 | 26.9 |
| met1 | 16016 | 51100 | 23.6 |
| met3 | 121 | 12600 | 8.20 |
| met5 | - | 137 | 0.195 |
| li1 | 15101 | - | - |
| met4 | 20 | 1980 | 1.89 |
[cells in the final DEF, fill, tap and decap left out, types with 12 or more instances in the layout]
cell type        netlist  final
o21bai_1              22     22
nor2_1               165    165
o31ai_1               12     12
dfxtp_1              194    194
and2_1               517    517
xor2_1                62     62
inv_1               1012   1012
clkdlybuf4s50_1        0    131
fa_1                 846    846
clkbuf_16              0     17
nand2_1              579    579
buf_4                  0     74
nor2b_1               15     15
nor3_1                29     29
o21a_1                30     30
xnor2_1              119    119
o211ai_1              18     18
nand3_1               39     39
ha_1                 510    510
nand2b_1              43     43
a31oi_1               16     16
o21ai_0               93     93
a21o_1                89     89
or3_1                 12     12
a211oi_1              18     18
a21oi_1              151    151
nand4_1               18     18
and3_1                12     12
[cells by family (layout without fill, tap and decap cells)]
family	after synthesis	count (layout)	share of synthesized area (%)
buffers and inverters	1239	1251	10.5
multiplexers	4	4	0.0934
flip-flops	196	196	8.90
adder cells (fa/ha/maj)	1356	1356	52.8
XOR/XNOR	181	181	3.59
other	0	7	0
AND-OR/OR-AND	523	523	7.86
AND/OR/NAND/NOR	1454	1454	16.3
[critical path, cell delays in order, from the launching register on]
cell and delay (ns):
dfxtp_1 0.32, ha_1 0.18, inv_1 0.06, fa_1 0.41, nor2b_1 0.13, o21a_1 0.13, o21ai_0 0.13, a21oi_1 0.37
a211oi_2 0.20, o31ai_1 0.69, a221o_1 0.29, nand2_1 0.09, o311ai_1 0.32, ha_1 0.37, a21o_1 0.21, a21o_1 0.17
a21o_1 0.19, a21o_1 0.18, a21o_1 0.18, or3b_1 0.34, o221a_1 0.25, or3_1 0.38, a21oi_2 0.15, clkdlybuf4s50_1 0.49
[worst paths after layout]
path | end
max in group asynchronous | in_valid_q1
hold / removal | in_valid_q2
setup reg to reg | u_mul_ll.res_q[30]
hold reg to reg | in_valid_q2
min in group asynchronous | in_valid_q2
setup / recovery | out_result_o[63]
[area by class of cell]
cell class                      instances  area, um2
Antenna cell                            7       17.5
Clock buffer                           18        429
Clock inverter                         14        158
Fill cell                           14758      97700
Inverter                             1014       3810
Multi-Input combinational cell       3518      35600
Sequential cell                       196       3930
Tap cell                             1917       2400
Timing Repair Buffer                  205       1870
